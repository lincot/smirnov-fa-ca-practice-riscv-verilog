`config.mk`:
```
export PLATFORM = sky130hd
export DESIGN_NAME = alu32
export DESIGN_NICKNAME = alu32
export VERILOG_FILES = /design/flow/design.v
export SDC_FILE = /design/flow/constraint.sdc
export NUM_CORES = 4
export LEC_CHECK = 1
export CORE_UTILIZATION = 40
```
`constraint.sdc`:
```
current_design alu32

set clk_period 12.2
set clk_io_pct 0.2

create_clock -name clk0 -period $clk_period

set non_clock_inputs [all_inputs -no_clocks]
set_input_delay [expr $clk_period * $clk_io_pct] -clock clk0 $non_clock_inputs
set_output_delay [expr $clk_period * $clk_io_pct] -clock clk0 [all_outputs]
```
`design.v`:
```
module alu32(input logic [31:0] A, B, input logic [1:0] ALUControl,
             output logic [31:0] Result, output logic [3:0] Flags);
    logic [31:0] x1;
    logic [31:0] Sum;
    logic Cout;
    always_comb
    begin
        if (ALUControl[0]) x1 = ~B; else x1 = B;
        {Cout, Sum} = x1 + A + {31'b0, ALUControl[0]};
        case (ALUControl)
            2'b00: Result = Sum;
            2'b01: Result = Sum;
            2'b10: Result = A & B;
            2'b11: Result = A | B;
        endcase
        Flags[3] = Result[31];
        Flags[2] = Result == 0;
        Flags[1] = ~ALUControl[1] & Cout;
        Flags[0] = (~ (ALUControl[0] ^ A[31] ^ B[31])) & (A[31] ^ Sum[31]) & ~ALUControl[1];
    end
endmodule
```
`run.sh`:
```
#!/bin/bash
# OpenROAD 26Q1-2900-gdf79404cd8, Yosys 0.63+post, stock flow scripts
make -C /OpenROAD-flow-scripts/flow DESIGN_CONFIG=/design/flow/config.mk WORK_HOME=/design/flow/orfs finish
```
==> run_summary.xml <==
<?xml version="1.0" encoding="UTF-8"?>
<metrics>
  <group name="clocking">
    <metric name="post_cts_hold_buffer_count" unit="">0</metric>
    <metric name="ctsResizeCount" unit="">0</metric>
    <metric name="post-cts-setup-buffer-count" unit="">0</metric>
  </group>
  <group name="synth">
    <metric name="synth.area.top_cells" unit="">sky130_fd_sc_hd__ha_1 (13%), sky130_fd_sc_hd__xor2_1 (8.8%), sky130_fd_sc_hd__maj3_1 (7.3%)</metric>
    <metric name="synth_cells" unit="">476</metric>
    <metric name="synth.yosys.chip_area" unit="um^2">3276</metric>
    <metric name="ys_seq_share" unit="%">0</metric>
    <metric name="synth.lib_cells_used.distinct" unit="">74</metric>
    <metric name="synthDominantAreaCellType" unit="">sky130_fd_sc_hd__ha_1</metric>
    <metric name="yosysWarnings" unit="">1</metric>
    <metric name="syn_area" unit="um^2">3276</metric>
    <metric name="top_area_share" unit="%">12.61</metric>
    <metric name="syn-mean-instance-area" unit="um^2">6.882</metric>
    <metric name="yosys-stat-cells" unit="">476</metric>
  </group>
  <group name="timing">
    <metric name="final_max_slew_viol_count" unit="">0</metric>
    <metric name="worst_slew_margin_rel" unit="%">47.80</metric>
    <metric name="post-route-period-util" unit="%">75.63</metric>
    <metric name="timing_hold_violations_final" unit="">0</metric>
    <metric name="tns" unit="ns">0</metric>
    <metric name="worst-slew-pin-transition" unit="ns">0.7632</metric>
    <metric name="setup_violations" unit="">0</metric>
    <metric name="period_needed" unit="ns">9.227</metric>
    <metric name="rsz0062_at_grt" unit="">false</metric>
    <metric name="fmax" unit="MHz">108.4</metric>
  </group>
  <group name="setup_path">
    <metric name="timing.critical_path.slowest_cell_delay" unit="ns">0.53</metric>
    <metric name="cpMaxStageDelayCell" unit="">sky130_fd_sc_hd__buf_4</metric>
    <metric name="critPathTopFamily" unit="">buffers and inverters</metric>
    <metric name="worst_setup_path_end_kind" unit="">primary output</metric>
    <metric name="setup.worst_path.start_class" unit="">input port</metric>
    <metric name="worst_ep_required_time" unit="ns">9.76</metric>
    <metric name="crit_buf_inv" unit="">3</metric>
    <metric name="critPathArrivalTime" unit="ns">6.79</metric>
    <metric name="worstPathCellList" unit="">buf_2 &gt; buf_4 &gt; xor2_1 &gt; ha_1 &gt; nand4_2 &gt; or3_4 &gt; nand2b_1 &gt; o311ai_4 &gt; a21oi_2 &gt; a2111oi_4 &gt; a211oi_1 &gt; or3_1 &gt; nor4_2 &gt; clkdlybuf4s50_1</metric>
    <metric name="timing_worst_setup_path_type" unit="">input port to primary output</metric>
    <metric name="critical_path.max_fanout" unit="">36</metric>
  </group>
  <group name="route">
    <metric name="dr.pass1.iters" unit="">4</metric>
    <metric name="antenna_left" unit="">0</metric>
    <metric name="initial_drt_markers" unit="">141</metric>
    <metric name="drt_wl_total" unit="um">10310</metric>
    <metric name="drt_drc_violations_left" unit="">0</metric>
    <metric name="drt-wirelength-per-cell" unit="um">15.67</metric>
    <metric name="antennaDiodeCount" unit="">0</metric>
    <metric name="vias_per_cell" unit="">5.783</metric>
    <metric name="route.vias.total" unit="">3805</metric>
  </group>
  <group name="place">
    <metric name="buffer_ports.inserted" unit="">102</metric>
    <metric name="placedInstanceArea" unit="um^2">4318</metric>
    <metric name="estimated_wirelength_of_the_detail_placed_design" unit="um">8521</metric>
    <metric name="gp_routability_congestion" unit="">0.9257</metric>
  </group>
  <group name="layout">
    <metric name="area_growth_syn_to_layout" unit="%">31.82</metric>
    <metric name="mostFrequentLayoutCells" unit="">sky130_fd_sc_hd__clkdlybuf4s50_1 (100), sky130_fd_sc_hd__nand2_1 (47), sky130_fd_sc_hd__a21oi_1 (38)</metric>
    <metric name="final_layout_size_suffix_gt1_share" unit="%">3.957</metric>
    <metric name="layout_top_cell_excl_fill_tap" unit="">sky130_fd_sc_hd__clkdlybuf4s50_1</metric>
    <metric name="final.clkbuf_count" unit="">0</metric>
    <metric name="area.sequential" unit="um^2">0</metric>
    <metric name="ff_count" unit="">0</metric>
    <metric name="layout.cell_area.non_filler" unit="um^2">4318</metric>
  </group>
  <group name="pwr">
    <metric name="cellPowerDensity" unit="nW/um^2">65.01</metric>
    <metric name="power.ir.vdd_worst" unit="mV">0.03601</metric>
    <metric name="power.leakage" unit="nW">1.725</metric>
  </group>
  <group name="floorplanning">
    <metric name="std_cell_rows" unit="">32</metric>
    <metric name="io_pins" unit="">102</metric>
    <metric name="floorplanUtilization" unit="%">41.96</metric>
    <metric name="die_y_size" unit="um">92.50</metric>
    <metric name="core-area" unit="um^2">7807</metric>
    <metric name="die_outline_area" unit="um^2">8555</metric>
    <metric name="die_width" unit="um">92.50</metric>
  </group>
  <group name="global_routing">
    <metric name="first_global_vias" unit="">3467</metric>
    <metric name="grt_start_max_net_pins" unit="">60</metric>
    <metric name="grtUsageTotal" unit="%">24.54</metric>
    <metric name="first_pass_grt_wire_length" unit="um">16950</metric>
    <metric name="antenna_found_initial" unit="">0</metric>
    <metric name="gr-total-overflow" unit="">0</metric>
  </group>
  <group name="job">
    <metric name="warning_count" unit="">35</metric>
    <metric name="drv.max_cap_violation_count" unit="">0</metric>
  </group>
  <group name="hold_path">
    <metric name="holdCritPathClass" unit="">input port to primary output</metric>
  </group>
  <group name="run_status">
    <metric name="status" unit="">complete, no violations</metric>
  </group>
</metrics>
-- worst min-delay path, delay by kind of cell --
family | cells | cell delay, ns
buffers and inverters | 2 | 0.70
AOI/OAI and AO/OA | 2 | 0.28
-- layer usage --
layer / track usage, % / vias up / routed length (um)
met3: 1.587 / 10 / 453
met4: 2.995 / 0 / 141
met2: 39.57 / 92 / 4641
li1: - / 1971 / -
met5: 0 / - / 0
met1: 36.84 / 1732 / 5077
-- metrics by stage --
| step | setup WS (ns) | power, mW | std cells | utilization (%) | hold WS (ns) |
|---|---|---|---|---|---|
| 2_1_floorplan | 3.637 | 0.1736 | 476 | - | 4.992 |
| 3_3_place_gp | 3.007 | 0.2789 | 658 | 55.30 | 5.870 |
| 3_5_place_dp | 2.968 | 0.2783 | 658 | 55.30 | 5.887 |
| 4_1_cts | 2.955 | 0.2804 | 658 | 55.30 | 5.883 |
| 5_1_grt | 2.652 | 0.3108 | 658 | 55.30 | 5.927 |
| 6_report | 2.973 | 0.2807 | 658 | 55.30 | 5.876 |
-- area by class of cell --
class	instances	area (um^2)
Multi-Input combinational cell	439	3115
Inverter	13	48.80
Tap cell	102	127.6
Timing Repair Buffer	104	1026
Fill cell	785	3490
-- report_power, final --
group	switching [mW]	internal, mW	total, mW
logic	0.144	0.137	0.281
registers	0	0	0
clock network	0	0	0
total	0.144	0.137	0.281
-- cells in the mapped netlist, types with 5 or more instances --
library cell / instances
sky130_fd_sc_hd__clkbuf_1: 13
sky130_fd_sc_hd__a21oi_1: 38
sky130_fd_sc_hd__nor3_1: 12
sky130_fd_sc_hd__nand2_1: 47
sky130_fd_sc_hd__a21o_1: 15
sky130_fd_sc_hd__and3_1: 13
sky130_fd_sc_hd__maj3_1: 24
sky130_fd_sc_hd__xor2_1: 33
sky130_fd_sc_hd__ha_1: 33
sky130_fd_sc_hd__o21a_1: 7
sky130_fd_sc_hd__o21ai_0: 26
sky130_fd_sc_hd__nand2b_1: 6
sky130_fd_sc_hd__a21boi_0: 5
sky130_fd_sc_hd__o211ai_1: 7
sky130_fd_sc_hd__nor2_1: 36
sky130_fd_sc_hd__inv_1: 12
sky130_fd_sc_hd__nor2b_1: 7
sky130_fd_sc_hd__o31ai_1: 11
sky130_fd_sc_hd__a211oi_1: 8
sky130_fd_sc_hd__buf_4: 5
sky130_fd_sc_hd__nand3_1: 17
sky130_fd_sc_hd__or3_1: 7
-- worst paths after layout --
| path | slack, ns | from | to | cells past startpoint |
|---|---|---|---|---|
| hold / removal | 5.88 | ALUControl[0] | Result[7] | 4 |
| setup / recovery | 2.97 | ALUControl[0] | Flags[2] | 14 |
-- cell families after synthesis --
logic type,Yosys count,share of synthesized area (%)
XOR/XNOR,36,9.626
AND/OR/NAND/NOR,170,26.05
adder cells (fa/ha/maj),58,20.55
multiplexers,4,1.375
buffers and inverters,37,4.889
AND-OR/OR-AND,171,37.51
No activity file was given, so power comes from the tool's default toggle rates.
